$ cat design/flow/design.v
module display_time (
	clk,
	i_minute,
	i_second,
	i_second_p,
	i_twinkle,
	o_index_n,  
	o_seg_n,  
	o_lsb  
);
input i_twinkle;
input clk;
input [7:0] i_minute;
input [7:0] i_second;
input [3:0] i_second_p;
output [3:0] o_index_n;  
output [7:0] o_seg_n;  
output [6:0] o_lsb;
reg [31:0] clk_1Hz_count;
reg [7:0] twinkle_count;
reg [2:0] scan_count;
reg [3:0] number;
reg [7:0] seg;  
reg [3:0] index;
reg [6:0] lsb;
reg [31:0] clk_50Hz_count;
reg clk_50Hz;
assign o_lsb = ~lsb;
assign o_seg_n = ~seg;
assign o_index_n = ~index;
always @ (i_second_p) begin
	case (i_second_p)
		4'd0: lsb = 7'b1111110;  
		4'd1: lsb = 7'b0110000;  
		4'd2: lsb = 7'b1101101;  
		4'd3: lsb = 7'b1111001;  
		4'd4: lsb = 7'b0110011;  
		4'd5: lsb = 7'b1011011;  
		4'd6: lsb = 7'b1011111;  
		4'd7: lsb = 7'b1110000;  
		4'd8: lsb = 7'b1111111;  
		4'd9: lsb = 7'b1111011;  
		default: lsb = 7'b0000000;
	endcase
end
always @ (posedge clk_50Hz) begin
	if (scan_count == 3'd3) begin
		scan_count <= 3'd0;
	end else begin
		scan_count <= scan_count + 3'd1;
	end
	case (scan_count) 
		3'd0: begin
			index <= 4'b0001;
			number <= i_second % 8'd10; 
		end
		3'd1: begin
			index <= 4'b0010;
			number <= i_second / 8'd10;
		end
		3'd2: begin
			index <= 4'b0100;
			number <= i_minute % 8'd10;
		end
		3'd3: begin
			index <= 4'b1000;
			number <= i_minute / 8'd10;
		end
	endcase
end
always @ (index) begin
	case (number)
		4'd0: seg[7:1] = 7'b1111110;  
		4'd1: seg[7:1] = 7'b0110000;  
		4'd2: seg[7:1] = 7'b1101101;  
		4'd3: seg[7:1] = 7'b1111001;  
		4'd4: seg[7:1] = 7'b0110011;  
		4'd5: seg[7:1] = 7'b1011011;  
		4'd6: seg[7:1] = 7'b1011111;  
		4'd7: seg[7:1] = 7'b1110000;  
		4'd8: seg[7:1] = 7'b1111111;  
		4'd9: seg[7:1] = 7'b1111011;  
	endcase
	if (!i_twinkle)
		seg[0] = index[0] ? 1'b1: 1'b0;
	else 
		seg[0] = index[0] ? clk_1Hz: 1'b0;
end
always @ (posedge clk) begin
	clk_50Hz_count <= clk_50Hz_count + 1;
	if (clk_50Hz_count == 32'd47999) 
		clk_50Hz <= 1;
	else if (clk_50Hz_count == 32'd95999) begin
		clk_50Hz <= 0;
		clk_50Hz_count <= 0;
	end
end
always @ (posedge clk) begin
	clk_1Hz_count <= clk_1Hz_count + 1;
	if (clk_1Hz_count == 32'd1199999) 
		clk_1Hz <= 1'b1;
	else if (clk_1Hz_count == 32'd2399999) begin
		clk_1Hz <= 1'b0;
		clk_1Hz_count <= 0;
	end
end
reg clk_1Hz;
endmodule 
module get_time(
	i_time,
	o_minute,
	o_second,
	o_second_p,
);
input [15:0] i_time;
output [7:0] o_minute;
output [7:0] o_second;
output [3:0] o_second_p;
reg [7:0] o_minute;
reg [7:0] o_second;
reg [3:0] o_second_p;
always @ (i_time) begin
	o_second_p <= i_time % 16'd10;
	o_minute <= i_time / 16'd600; 
	o_second <= (i_time - o_second_p - 10'd600 * o_minute) / 4'd10;
end
endmodule 
module timer(
	clk,
	rst_n,
	i_start,
	i_acc,
	i_state,
	i_step,
	o_response,
	o_time
);
input clk;
input rst_n;
input i_acc;
input [1:0] i_step;
input i_start;
input [15:0] i_state;  
output [3:0] o_response;
output [15:0] o_time;
reg [3:0] o_response;
reg [15:0] temp_time;
reg [15:0] o_time;
reg [31:0] counter;
reg [31:0] counter_end;
reg clk_reg;
reg [31:0] clk_10Hz_count;
reg [31:0] clk_100Hz_count;
reg clk_100Hz;
reg clk_10Hz;
always @ (posedge clk) begin
	if (i_acc) begin
		clk_reg <= clk_100Hz;
	end else begin
		clk_reg <= clk_10Hz;
	end
end
always @ (posedge clk_reg or negedge rst_n) begin
	if (!rst_n) begin
		o_time <= 0;
		o_response <= 4'b0;
	end else begin
		if (i_start) begin
			o_time <= o_time + 16'd1;
			temp_time <= temp_time + 16'd1;
			if (temp_time < i_state) begin	
				temp_time <= temp_time + 16'd1;
			end else begin
				temp_time <= 16'd0;
				o_time <= 0;
				o_response[i_step] <= 1'b1;
			end
		end else begin
			o_time <= 0;
			temp_time <= 16'd0;
		end
	end
end
always @ (posedge clk) begin
	clk_10Hz_count <= clk_10Hz_count + 1;
	if (clk_10Hz_count == 32'd1199999) 
		clk_10Hz <= 1'b1;
	else if (clk_10Hz_count == 32'd2399999) begin
		clk_10Hz <= 1'b0;
		clk_10Hz_count <= 0;
	end
end
always @ (posedge clk) begin
	clk_100Hz_count <= clk_100Hz_count + 1;
	if (clk_100Hz_count == 32'd119999) 
		clk_100Hz <= 1;
	else if (clk_100Hz_count == 32'd239999) begin
		clk_100Hz <= 0;
		clk_100Hz_count <= 0;
	end
end
endmodule 
`timescale 1 ns / 1 ps
module washingmachine_top (
	clk, 
	rst_n,
	i_start_n, 
	i_water_full_n, 
	i_acc_n,
	o_state,
	o_index_n,
	o_seg_n,
	o_lsb
);
input clk, rst_n; 
input i_start_n;
input i_acc_n;
input i_water_full_n;
output [5:0] o_state;
output [3:0] o_index_n;
output [7:0] o_seg_n;
output [6:0] o_lsb;
parameter IDLE	= 6'b000001;
parameter WATER	= 6'b000010;
parameter RINSE	= 6'b000100; 
parameter DRAIN	= 6'b001000; 
parameter DRY	= 6'b010000; 
parameter ALERT = 6'b100000;
parameter RINSE_TIME	= 16'd6000;  
parameter DRAIN_TIME	= 16'd300;  
parameter DRY_TIME		= 16'd3000;  
parameter ALERT_TIME	= 16'd100;  
reg [5:0] state;
reg timer_start;
reg [15:0] timer_state;
reg twinkle_start;
reg [1:0] step;
wire acc_wire;
wire [3:0] timer_done;
wire [15:0] time_wire;
wire [7:0] minute_wire;
wire [7:0] second_wire;
wire [3:0] second_p_wire;
assign o_state = ~state;
assign acc_wire = ~i_acc_n;
always @ (posedge clk or negedge rst_n) begin
	if (!rst_n) begin
		state <= IDLE;
		timer_start <= 1'b0;
		timer_state <= 0;
	end else begin
		case (state)
			IDLE: begin
				twinkle_start <= 1'b0;
				if (!i_start_n) begin
					state <= WATER;
					timer_start <= 0;
					timer_state <= 0;
				end else begin
					state <= IDLE;
					timer_start <= 0;
					timer_state <= 0;
				end
			end
			WATER: begin
				if (!i_water_full_n) begin
					state <= RINSE;
					timer_start <= 1;
					timer_state <= RINSE_TIME;
					step <= 2'b00;
				end 
			end
			RINSE: begin
				if (timer_done[0]) begin
					state <= DRAIN;
					timer_start <= 1;
					timer_state <= DRAIN_TIME;
					step <= 2'b01;
				end
			end
			DRAIN: begin
				if (timer_done[1]) begin
					state <= DRY;
					timer_start <= 1;
					timer_state <= DRY_TIME;
					step <= 2'b10;
				end
			end
			DRY: begin
				if (timer_done[2]) begin
					state <= ALERT;
					timer_start <= 1;
					timer_state <= ALERT_TIME;
					step <= 2'b11;
				end
			end
			ALERT: begin
				if (timer_done[3]) begin
					state <= IDLE;
					timer_start <= 0;
					timer_state <= 0;
				end else begin
					twinkle_start <= 1'b1;
				end
			end
			default: begin
				state <= IDLE;
				timer_start <= 0;
				timer_state <= 0;
			end
		endcase
	end
end		
timer t (
	.clk(clk),
	.rst_n(rst_n),
	.i_acc(acc_wire),
	.i_start(timer_start),
	.i_state(timer_state),
	.i_step(step),
	.o_response(timer_done),
	.o_time(time_wire)
);
get_time g (
	.i_time(time_wire),
	.o_minute(minute_wire),
	.o_second(second_wire),
	.o_second_p(second_p_wire),
);
display_time d (
	.clk(clk),
	.i_minute(minute_wire),
	.i_second(second_wire),
	.i_second_p(second_p_wire),
	.i_twinkle(twinkle_start),
	.o_index_n(o_index_n), 
	.o_seg_n(o_seg_n),
	.o_lsb(o_lsb)
);
endmodule 
$ cat design/flow/run.sh
#!/bin/bash
# OpenROAD 26Q1-2900-gdf79404cd8, Yosys 0.63+post, stock flow scripts
make -C /OpenROAD-flow-scripts/flow DESIGN_CONFIG=/design/flow/config.mk WORK_HOME=/design/flow/orfs finish
$ cat design/flow/config.mk
export PLATFORM = sky130hd
export DESIGN_NAME = washingmachine_top
export DESIGN_NICKNAME = washingmachine_top
export VERILOG_FILES = /design/flow/design.v
export SDC_FILE = /design/flow/constraint.sdc
export NUM_CORES = 4
export LEC_CHECK = 1
export CORE_UTILIZATION = 50
$ cat design/flow/constraint.sdc
current_design washingmachine_top

set clk_period 4.9
set clk_io_pct 0.2

create_clock -name clk0 -period $clk_period [get_ports {clk}]

set non_clock_inputs [all_inputs -no_clocks]
set_input_delay [expr $clk_period * $clk_io_pct] -clock clk0 $non_clock_inputs
set_output_delay [expr $clk_period * $clk_io_pct] -clock clk0 [all_outputs]
==> flow_summary_export.csv <==
group,metric,value,unit
worst_setup_path,critPathSlowestCell,"nor3_1",
logic_synthesis,synth.cellmix.simpleShare,25.3,%
placement,hpwl,28700,microns
logic_synthesis,syn_inst,2099,
routing,first_iter_violations,1074,
routing,wl,38400,microns
worst_setup_path,critPathTopFamily,"simple AND/OR/NAND/NOR gates",
routing,final_antenna_net_count,0,
sta,fin_crit_sh,51.0,%
power_and_ir_drop,leakage,0.00700,uW
routing,dr.pass1.iters,5,
routing,viasPerCell,5.93,
global_route,grt-ovfl-total,0,
logic_synthesis,synthTopLogicFamily,"simple AND/OR/NAND/NOR gates",
routing,avgRoutedWirePerCell,15.2,microns
power_and_ir_drop,p_sw,690,uW
layout,seqCellArea,4490,sq um
placement,gp_congestion,0.879,
sta,slew_headroom,35.4,%
run_status,status,"finished clean",
sta,fmax,400,MHz
global_route,antenna_found_initial,0,
layout,fill_cells,3062,
worst_setup_path,cp.arrival,2820,ps
clock_tree,cts_made_buffers,17,
worst_setup_path,critPathKind,"register to register",
routing,vias,15000,
logic_synthesis,synth_chip_area,16700,sq um
clock_tree,cts_hold_buf,0,
sta,period_needed,2500,ps
die,initCoreUtil,51.1,%
job,warnings,37,
sta,drv_slew,0,
clock_tree,clk_pin_slew_worst_paths,60,ps
sta,untimed_endpoints,94,
worst_setup_path,cp.required,5220,ps
die,core,32700,sq um
layout,area_growth,6.97,%
die,die_h,185,microns
worst_setup_path,crit_chain,"and3_1, and3_1, nand3_1, nor3_1, nand3_1, or2_2, nor2_1, nand4_1, xnor2_1",
worst_setup_path,cp_slowest_stage_delay,410,ps
power_and_ir_drop,swShare,24.9,%
logic_synthesis,netlist_area,16700,sq um
hold_path,min_path_type,"register to register",
sta,final-setup-viol-count,0,
sta,setup_slack,2400,ps
sta,worst_pin_slew,956,ps
layout,drive_gt1_share,6.17,%
logic_synthesis,yosys-stat-cells,2099,
logic_synthesis,syn_avg_cell_area,7.96,sq um
logic_synthesis,synth_cell_type_count,121,
die,ios,30,
logic_synthesis,yosysWarnings,4,
power_and_ir_drop,power.density,155,nW/um^2
clock_tree,cts_htree_levels,4,
die,die_x,185,microns
worst_setup_path,worst-path-buf-inv,0,
power_and_ir_drop,seq_power_share,47.6,%
die,dieArea,34100,sq um
sta,tns,0,ps
power_and_ir_drop,combPwrFrac,7.4,%
logic_synthesis,ff_type,"dfxtp_1",
logic_synthesis,ys_sh_adder,8.01,%
clock_tree,cts_resized,0,
layout,comb_area,11400,sq um
layout,final_util,54.6,%
die,placementRows,66,
power_and_ir_drop,ir_drop,0.000244,V
global_route,grt_start_max_net_pins,33,
job,cap_violations,0,
placement,dp_slack,2420,ps
logic_synthesis,ys_sh_aoi,22.7,%
worst_setup_path,cp-end-kind,"register",
logic_synthesis,ys_seq_elements,204,
clock_tree,clock-root-buffer,"clkbuf_16",
clock_tree,post-cts-setup-buffer-count,0,
power_and_ir_drop,intPower,2090,uW
routing,drcViolationCount,0,
sta,fin_skew,12.6,ps
global_route,grt_usage,23.9,%
placement,numPortBuffers,29,
sta,grt_setup_unrepaired,"no",
global_route,grt_pass1_vias,13500,
clock_tree,clkLatencyLatePin,440,ps
sta,hold_viol,0,
logic_synthesis,async_reset_ff_share,16.7,%
sta,unclocked_regs,54,
worst_setup_path,cp_max_fo,5,
clock_tree,cts_tree,"built",
power_and_ir_drop,clkPwrFrac,45.0,%
global_route,grt_pass1_wl,66300,microns
clock_tree,clk_path_buf_depth,2,
logic_synthesis,mux_share,1.98,%
worst_setup_path,critPathLaunchType,"register",
routing,num_antenna_cells,0,
logic_synthesis,edf_count,27,
logic_synthesis,ys_sh_xor,10.2,%
-- power by group through the flow --
stage         clock network (uW)  logic, uW  registers [uW]
finish                      1250        205            1320
global route                1340        232            1330
CTS                         1290        205            1320
-- placed cells by master, fill, tap and decap left out, types with 14 or more instances in the layout --
master and instances:
nand3_1 127, xnor2_1 111, nand4_1 46, o21ai_0 79, edfxtp_1 27, mux2i_1 21
a31oi_1 23, dfxtp_1 136, nand2_1 177, nor3_1 50, xor2_1 81, a211oi_1 24
a21oi_1 86, nor2_1 234, nor4_1 34, o211ai_1 24, clkdlybuf4s50_1 28, buf_4 18
and2_1 23, nor2b_1 29, or3_1 15, clkbuf_16 17, dfrtp_1 33, o21a_1 18
and3_1 39, o22ai_1 14, inv_1 115, ha_1 91
-- final cells by class --
class,count,area share [%]
Tap cell,442,3.10
Clock inverter,15,0.798
Timing Repair Buffer,47,2.35
Multi-Input combinational cell,1688,63.7
Sequential cell,204,25.1
Inverter,120,2.52
Clock buffer,17,2.38
-- synthesized netlist by cell type (33+ instances only) --
cell type	count	area (sq um)
a21oi_1	86	430
and3_1	39	244
clkbuf_1	63	236
dfrtp_1	33	826
dfxtp_1	136	2720
ha_1	91	1140
inv_1	115	432
nand2_1	177	664
nand3_1	127	636
nand4_1	46	288
nor2_1	234	878
nor3_1	50	250
nor4_1	34	213
o21ai_0	79	395
xnor2_1	111	972
xor2_1	81	709
-- per-stage QoR --
step / instances / power [uW] / hold WS, ps / area [sq um]
6_report: 2533 / 2780 / 455 / 17900
5_1_grt: 2533 / 2900 / 479 / 17900
4_1_cts: 2533 / 2810 / 458 / 17900
3_5_place_dp: 2501 / 1550 / 440 / 17300
3_3_place_gp: 2501 / 1550 / 444 / 17300
2_1_floorplan: 2100 / 1470 / 417 / 16700
-- routing by layer --
layer	GRT usage, %	wire (microns)	up-vias
met5	0	0	-
met4	2.64	386	0
met3	3.03	1790	23
met2	35.4	16400	337
met1	39.1	19800	6967
li1	-	-	7686
-- cell families after synthesis --
logic type,Yosys count
multiplexers,31
flip-flops,197
other,1
latches,7
adder cells (fa/ha/maj),105
AND/OR/NAND/NOR,851
buffers and inverters,208
XOR/XNOR,193
AND-OR/OR-AND,506
-- path summary, 6_finish.rpt --
kind / startpoint / slack [ps] / cells after the start / end
setup reg to reg: d.clk_1Hz_count[2] / 2400 / 9 / d.clk_1Hz_count[30]
min in group asynchronous: rst_n / 520 / 1 / state[5]
hold / removal: d.clk_1Hz_count[4] / 450 / 1 / d.clk_1Hz_count[4]
setup / recovery: d.clk_1Hz_count[2] / 2400 / 9 / d.clk_1Hz_count[30]
hold reg to reg: d.clk_1Hz_count[4] / 450 / 1 / d.clk_1Hz_count[4]
max in group asynchronous: rst_n / 3650 / 2 / timer_state[11]
Power figures rest on the tool's default switching activity, not on a simulated workload.
